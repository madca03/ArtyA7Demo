$ cat ./config.mk
export PLATFORM = sky130hd
export DESIGN_NAME = blinky
export DESIGN_NICKNAME = blinky
export VERILOG_FILES = /design/flow/design.v
export SDC_FILE = /design/flow/constraint.sdc
export NUM_CORES = 4
export LEC_CHECK = 1
export CORE_AREA = 10 10 102 102
export DIE_AREA = 0 0 112 112
$ cat ./constraint.sdc
current_design blinky

set clk_period 4.3
set clk_io_pct 0.2

create_clock -name clk0 -period $clk_period [get_ports {clk}]

set non_clock_inputs [all_inputs -no_clocks]
set_input_delay [expr $clk_period * $clk_io_pct] -clock clk0 $non_clock_inputs
set_output_delay [expr $clk_period * $clk_io_pct] -clock clk0 [all_outputs]
$ cat ./design.v
`timescale 1ns / 1ps
module blinky(
    input clk,
    output led
    );
    reg [24:0] count = 0;
    assign led = count[24];
    always @ (posedge clk) count <= count + 1;
endmodule
$ cat ./run.sh
#!/bin/bash
# OpenROAD 26Q1-2900-gdf79404cd8, Yosys 0.63+post, stock flow scripts
make -C /OpenROAD-flow-scripts/flow DESIGN_CONFIG=/design/flow/config.mk WORK_HOME=/design/flow/orfs finish
==> GITHUB_STEP_SUMMARY <==
### Metrics collected by this job

| Metric | Value |
|---|---|
| Worst IR Drop VDD | about 0.25 mV |
| Fmax achieved | ~520 MHz |
| H-tree levels | 1 |
| Core Region | 0.00822 mm² |
| Area delta synth->final | 19.0% |
| Post-Synthesis Cells | 85 |
| Status | complete, no violations |
| CP Cell Sequence | clkdlybuf4s50_1 |
| Clock insertion delay at the later pin of the skew report | 0.26 ns |
| R2r setup slk | roughly 2.8 ns |
| Post-CTS Hold Buffers | 0 |
| Unrepaired setup endpoints after global routing | no |
| Final GP Congestion | between 0.7 and 0.8 |
| Core Util, Final | 14.2% |
| Min-delay src | count[0]$_DFF_P_ |
| Final Hold Fails | 0 |
| Largest registers | count: 25 flops |
| Filler-free cell count of the finished design | 195 |
| YS chip area | 981 µm² |
| Min cycle time layout | 1.94 ns |
| Drt drc | 0 |
| Hold Crit Endpoint | count[0]$_DFF_P_ |
| Total power | approximately 0.36 mW |
| Reg clk slew, reported paths | 0.08 ns |
| Path depth of the worst reg2reg path | 5 |
| N_diodes | 0 |
| Final worst-path cycle share | a little under half |
| Max-cap violation count | 0 |
| Chip height | 112 µm |
| Row cnt | 33 |
| Slew headroom | 73.0% |
| Fin area | 0.00117 mm² |
| Count of tool warnings | 25 |
| Synthesized area per cell | 11.5 µm² |
| Critical Path Max Stage Delay | around 0.47 ns |
| Postcts setup bufs | 0 |
| Drt total wl | 1280 µm |
| Total congestion overflow | 0 |
| WP buf/inv | 1 |
| DR WL/cell | 6.56 µm |
| # IOs | 2 |
| CP required | 3.44 ns |
| Crit Reg-Reg Endpoint | count[24]$_DFF_P_ |
| Count of input and output buffers | 1 |
| Yosys cell count | 85 |
| Register area share after synthesis | 51.0% |
| # clock sinks | 25 |
| Via density | 2.86 |
| CTS Buf Count | 3 |
| Cell family with most CP delay | buffers and inverters |
| CP Launch Type | flip-flop |
| Crit end category | primary output |
| WS Path Type | reg -> out |
| Gate Area | roughly 470 µm² |
| DRT iter0 DRCs | 17 |
| Most flop-heavy register | count |
| # resized after CTS | 0 |
| Cell area after placement | roughly 0.0011 mm² |
| Routed via count | 558 |
| Slowest cell on crit path | clkdlybuf4s50_1 |
| CP arrival | about 1.1 ns |
| Tightest Hold Check Type | reg -> reg |
| Yosys cell types | 15 |
| Die width | 112 µm |
| Die area | 0.0125 mm² |
| Hold Path Depth | 1 |
| Fin. max-slew vios | 0 |
| Dpl hpwl | 922 µm |
| Post-Syn Area | about 1000 µm² |
| Total Routing Usage GR | 2.02% |
| Worst R2R Start | count[0]$_DFF_P_ |
| Vias in the first global route | 525 |
| Clock Root Buffer | clkbuf_8 |
| PD cells | 312 mW/mm² |
| First-pass DRT Iterations | 3 |
| Pleak | 0.419 nW |
| Layout cells sized above 1 | 10.0% |
| Slew @ Worst Pin | between 0.4 and 0.5 ns |
| Placed Instances | ~190 |
| First-pass GRT wire length | roughly 2300 µm |
| Pin count of the biggest net entering global routing | 14 |
| Initial antenna violation count | 0 |
| Final setup viols | 0 |
| Fill cells | 901 |
| CTS tree | done |
| Clock Skew | 0.00307 ns |
| Yosys reg bits | 25 |
| Maximum buffer depth of the clock tree | 2 |
| Crit path max fanout | 2 |
| Max reg flops | 25 |
| Flop area | 500 µm² |
| Init Core Util | 11.9% |
| Yosys warning tally | 1 |
| Post-route ant nets | 0 |
| Setup TNS | 0 ns |
[through the flow]
step / hold slack (ns) / setup WS, ns
after floorplan: 0.383 / 2.91
after global placement: 0.397 / 2.64
after detailed placement: 0.403 / 2.64
after CTS: 0.421 / 2.34
after global routing: 0.467 / 2.32
final: 0.416 / 2.36
[how the worst max path moves through the flow]
stage                 endpoint              start  slack [ns]  cells past startpoint
final                      led  count[24]$_DFF_P_        2.36                      1
after global routing       led  count[24]$_DFF_P_        2.32                      1
after CTS                  led  count[24]$_DFF_P_        2.34                      1
[cell usage after synthesis, drive strengths merged]
cell / instances / area (µm²)
ha: 1 / 12.5
dfxtp: 25 / 500
nand3: 10 / 62.6
nand4: 6 / 67.6
nor4: 2 / 42.5
xor2: 8 / 70.1
xnor2: 15 / 131
and4: 2 / 17.5
nand2: 4 / 15.0
inv: 2 / 7.51
nor2: 4 / 15.0
and3: 6 / 38.8
[power by group]
group	internal, mW	leakage (nW)	switching [mW]
registers	0.231	0.201	0
logic	0	0.195	0
clock network	0.0660	0.0228	0.0668
total	0.297	0.419	0.0668
[logic make-up after synthesis]
| group | share of synthesized area [%] |
|---|---|
| buffers and inverters | 0.766 |
| DFF | 51.0 |
| and+or+nand+nor | 26.4 |
| adders and majority gates | 1.28 |
| xor gates and xnor gates | 20.5 |
[area by class of cell]
cell class | count | share of cell area, %
well taps | 105 | 11.3
repair buffers | 1 | 0.857
multi-input cells | 58 | 40.5
flip-flops and latches | 25 | 42.9
inverters | 2 | 0.643
clock buffers | 4 | 3.86
[cell usage in the layout (no fill, tap or decap)]
master | synthesis | routed
dfxtp_1 | 25 | 25
xnor2_1 | 15 | 15
nand3_1 | 9 | 9
xor2_1 | 8 | 8
and3_1 | 5 | 5
nand4_1 | 4 | 4
nand2_1 | 4 | 4
nor2_1 | 4 | 4
clkbuf_8 | 0 | 3
nand4_4 | 2 | 2
nor4_4 | 2 | 2
and4_1 | 2 | 2
inv_1 | 2 | 2
nand3_4 | 1 | 1
and3_2 | 1 | 1
ha_1 | 1 | 1
clkbuf_1 | 0 | 1
clkdlybuf4s50_1 | 0 | 1
[layer usage]
layer	wire length [µm]	global-route usage (%)	up-vias
met2	530	2.84	3
met5	0	0	-
met3	53	0.760	0
met1	696	2.99	250
li1	-	-	305
met4	0	0.0846	0
Power is estimated from default activity; no workload was simulated.
