--- /design/flow/run.sh ---
#!/bin/bash
# OpenROAD 26Q1-2900-gdf79404cd8, Yosys 0.63+post, stock flow scripts
make -C /OpenROAD-flow-scripts/flow DESIGN_CONFIG=/design/flow/config.mk WORK_HOME=/design/flow/orfs finish
--- /design/flow/config.mk ---
export PLATFORM = sky130hd
export DESIGN_NAME = keypad
export DESIGN_NICKNAME = keypad
export VERILOG_FILES = /design/flow/design.v
export SDC_FILE = /design/flow/constraint.sdc
export NUM_CORES = 4
export LEC_CHECK = 1
export CORE_AREA = 10 10 111 111
export DIE_AREA = 0 0 121 121
--- /design/flow/design.v ---
`timescale 1ns / 1ps
module keypad(
    input clk,
    input nrst,
    input row,
    output reg [2:0] col,
    output reg [2:0] led
    );
    localparam [3:0] COLUMN_RESET               = 4'd0,
                     COLUMN_1                   = 4'd1,
                     COLUMN_1_DETECT            = 4'd2,
                     COLUMN_1_NOT_DETECT        = 4'd3,
                     COLUMN_1_NOT_DETECT_WAIT   = 4'd4,
                     COLUMN_2                   = 4'd5,
                     COLUMN_2_DETECT            = 4'd6,
                     COLUMN_2_NOT_DETECT        = 4'd7,
                     COLUMN_2_NOT_DETECT_WAIT   = 4'd8,
                     COLUMN_3                   = 4'd9,
                     COLUMN_3_DETECT            = 4'd10,
                     COLUMN_3_NOT_DETECT        = 4'd11,       
                     COLUMN_3_NOT_DETECT_WAIT   = 4'd12;           
    reg [3:0] state, next_state;
    localparam [19:0] cycleCount1ms = 100000;
    reg [19:0] count1ms;
    reg count1ms_done;
    reg count1ms_en;
    always @ (posedge clk or negedge nrst)
        if (!nrst) begin
            count1ms <= 0;
            count1ms_done <= 0;
        end
        else
            if (count1ms_en)
                if (count1ms < cycleCount1ms) begin
                    count1ms <= count1ms + 1;
                    count1ms_done <= 0;
                end
                else begin
                    count1ms <= 0;
                    count1ms_done <= 1;
                end
            else begin
                count1ms <= 0;
                count1ms_done <= 0;
            end
    always @ (posedge clk or negedge nrst)
        if (!nrst)
            state <= COLUMN_RESET;
        else
            state <= next_state;
    always @ (*)
        case (state)
            COLUMN_RESET: 
                if (!row) next_state <= COLUMN_1;
                else next_state <= COLUMN_RESET;
            COLUMN_1:
                if (count1ms_done)
                    next_state <= COLUMN_1_DETECT;
                else
                    if (row) next_state <= COLUMN_1_NOT_DETECT;
                    else next_state <= COLUMN_1;  
            COLUMN_1_DETECT: 
                if (row) next_state <= COLUMN_RESET;
                else next_state <= COLUMN_1_DETECT;
            COLUMN_1_NOT_DETECT: next_state <= COLUMN_1_NOT_DETECT_WAIT;
            COLUMN_1_NOT_DETECT_WAIT:
                if (count1ms_done) next_state <= COLUMN_2;
                else next_state <= COLUMN_1_NOT_DETECT_WAIT;
            COLUMN_2:
                if (count1ms_done)
                    next_state <= COLUMN_2_DETECT;
                else
                    if (row) next_state <= COLUMN_2_NOT_DETECT;
                    else next_state <= COLUMN_2;  
            COLUMN_2_DETECT: 
                if (row) next_state <= COLUMN_RESET;
                else next_state <= COLUMN_2_DETECT;
            COLUMN_2_NOT_DETECT: next_state <= COLUMN_2_NOT_DETECT_WAIT;
            COLUMN_2_NOT_DETECT_WAIT:
                if (count1ms_done) next_state <= COLUMN_3;
                else next_state <= COLUMN_2_NOT_DETECT_WAIT;
            COLUMN_3:
                if (count1ms_done)
                    next_state <= COLUMN_3_DETECT;
                else
                    if (row) next_state <= COLUMN_RESET;
                    else next_state <= COLUMN_3;  
            COLUMN_3_DETECT: 
                if (row) next_state <= COLUMN_RESET;
                else next_state <= COLUMN_3_DETECT;
            COLUMN_3_NOT_DETECT: next_state <= COLUMN_3_NOT_DETECT_WAIT;
            COLUMN_3_NOT_DETECT_WAIT:
                if (count1ms_done) next_state <= COLUMN_RESET;
                else next_state <= COLUMN_3_NOT_DETECT_WAIT;
        endcase
    always @ (*)
        case (state)
            COLUMN_RESET:               {col, count1ms_en} <= {3'b000, 1'b0};
            COLUMN_1:                   {col, count1ms_en} <= {3'b110, 1'b1};
            COLUMN_1_DETECT:            {col, count1ms_en} <= {3'b110, 1'b0};
            COLUMN_1_NOT_DETECT:        {col, count1ms_en} <= {3'b101, 1'b0};
            COLUMN_1_NOT_DETECT_WAIT:   {col, count1ms_en} <= {3'b101, 1'b1};
            COLUMN_2:                   {col, count1ms_en} <= {3'b101, 1'b1};
            COLUMN_2_DETECT:            {col, count1ms_en} <= {3'b101, 1'b0};
            COLUMN_2_NOT_DETECT:        {col, count1ms_en} <= {3'b011, 1'b0};
            COLUMN_2_NOT_DETECT_WAIT:   {col, count1ms_en} <= {3'b011, 1'b1};
            COLUMN_3:                   {col, count1ms_en} <= {3'b011, 1'b1};
            COLUMN_3_DETECT:            {col, count1ms_en} <= {3'b011, 1'b0};
            COLUMN_3_NOT_DETECT:        {col, count1ms_en} <= {3'b011, 1'b0};
            COLUMN_3_NOT_DETECT_WAIT:   {col, count1ms_en} <= {3'b011, 1'b1};
        endcase
   always @ (posedge clk or negedge nrst)
        if (!nrst)
            led <= 0;
        else
            case (state)
                COLUMN_1_DETECT:    led[0] <= 1;
                COLUMN_2_DETECT:    led[1] <= 1;
                COLUMN_3_DETECT:    led[2] <= 1;
                default:            led <= 3'b000;
            endcase
endmodule
--- /design/flow/constraint.sdc ---
current_design keypad

set clk_period 3.0
set clk_io_pct 0.2

create_clock -name clk0 -period $clk_period [get_ports {clk}]

set non_clock_inputs [all_inputs -no_clocks]
set_input_delay [expr $clk_period * $clk_io_pct] -clock clk0 $non_clock_inputs
set_output_delay [expr $clk_period * $clk_io_pct] -clock clk0 [all_outputs]
==> out/metrics.yaml <==
outcome:
  status: "complete, no violations"
final_timing:
  drv_slew: 0
  worst_pin_slew_ns: 0.684
  setup_tns_ns: 0
  unclocked_pins: 8
  period_used_pct: 56.6
  setup_viol: 0
  post-route-min-period_ns: 1.70
  fmax_ghz: 0.589
  slew_headroom_pct: 54.4
  fin_hold_ws_ns: 0.525
  hold_viol: 0
  skew_ns: 0.00203
  untimed_endpoints: 15
  rsz0062_at_grt: "false"
clock_tree:
  cts_setup_buffers: 0
  cts_buffers: 3
  clk_pin_slew_ns: 0.09
  clock-root-buffer: "clkbuf_8"
  clkLatencyLatePin_ns: 0.27
  clockBufferDepth: 2
  cts_tree: "built"
  ctsResizeCount: 0
  cts.htree.levels: 1
  holdBufCountCts: 0
grt:
  grt_max_degree: 29
  grt_pass1_wl_um: 4760
  antenna_found_initial: 0
  gr-total-overflow: 0
  grt_pass1_vias: 1060
  grt_usage_pct: 3.66
finish:
  drive_gt1_share_pct: 12.9
  final_cell_mix: "dfrtp_1 (28), nor2_1 (14), xnor2_1 (12)"
  fill_cells: 1065
  layout_top_cell: "dfrtp_1"
  area_growth_pct: 17.6
  final_cells: 304
  final_cell_area_um2: 1910
synth:
  ys_ff: 36
  synth.distinct_cells: 37
  ys_warn_count: 1
  ys_cells: 161
  synth.top_cell.area_share_pct: 43.0
  avgSynthCellArea_um2: 10.1
  syn_inst: 161
  top_cells_by_area: "dfrtp_1 (43%), dlxtn_1 (7.4%), xnor2_1 (6.5%)"
  yosysChipArea_um2: 1630
  yosysTopAreaCell: "dfrtp_1"
  netlist_area_um2: 1630
route:
  dr_total_vias: 1128
  routedLengthMet1_um: 1380
  detail_route.wl_per_cell_um: 8.92
  drt_first_iter_violations: 48
  drc: 0
  wl_met2_um: 1220
  final_antenna_net_count: 0
  highest_layer: "met4"
  met3_length_um: 62
  avgViaCountPerCell: 3.71
  drt_pass1_iterations: 4
  drt-total-wl_um: 2710
  n_antenna_cell: 0
critical_path:
  critPathLaunchType: "register"
  critPathMaxStageDelay_ns: 0.47
  cp_top_family: "buffers and inverters"
  reg2reg_from: "count1ms[7]"
  endpoint_kind: "primary output"
  path_class: "reg -> out"
  path_depth: 1
  slowest_stage: "clkdlybuf4s50_1"
  worstPathArrival_ns: 1.10
  crit_buf_inv: 1
  cp.required_ns: 2.40
  path_max_fanout: 2
  r2r_cells: 4
  critPathLaunch: "led[1]"
  worstPathCellList: "clkdlybuf4s50_1"
placed_design:
  placed_cell_area_um2: 1860
  dp_cells: 300
  hpwl_um: 1930
  portBuffers: 8
  gp_congestion: 0.786
worst_hold_path:
  hold_path_class: "reg -> reg"
  hold_depth: 1
  hold_start: "count1ms[0]"
power:
  power_density_nw_per_um2: 328
  totalPowerFinal_mw: 0.628
  p_leak_nw: 0.708
  peakVddDrop_uv: 156
floorplanning:
  core.rowCount: 36
  ios: 9
  dieWidth_um: 121
  die_h_um: 121
  dieArea_um2: 14600
  core_area_um2: 9860
  initCoreUtil_pct: 16.5
job:
  warnings: 25
  maxCapViolations: 0
## per-layer routing
layer | GRT usage (%) | vias to the layer above
met4 | 0.830 | 0
met1 | 5.33 | 545
li1 | - | 564
met3 | 0.189 | 2
met5 | 0 | -
met2 | 5.85 | 17
## synthesized netlist by cell type (all sizes together)
cell    count
clkbuf      4
xnor2      12
nor2       24
maj3        1
nand4       4
and3        4
o211ai      1
o21ai       6
and2        3
o21a        2
conb        1
or2         1
a211oi      1
nor3        6
a32oi       1
dlxtn       8
buf         1
nand2b      7
mux2i       1
nor2b       4
nand2       8
dfrtp      28
ha          1
nand3       9
o221ai      1
xor2        3
a22oi       1
nor4        6
o32ai       2
a21oi       5
inv         5
## registers in the layout, indices dropped and copies added, names as in the netlist
signal and cells:
count1ms 20, next_state 4, state 4, col 3, led 3, count1ms_done 1
count1ms_en 1
## final timing paths
check / slack, ns / endpoint
worst max-delay path: 1.30 / led[1]
worst min-delay path: 0.53 / count1ms[0]
worst max register to register: 1.37 / count1ms[7]
worst min register to register: 0.53 / count1ms[0]
max in group asynchronous: 2.02 / count1ms[11]
min in group asynchronous: 0.72 / count1ms[1]
## layout make-up
cell class              instances  area [µm²]  area share (%)
inverters                       5        18.8           0.980
multi-input cells             117         766            40.0
clock buffers                   4        55.1            2.88
well taps                     133         166            8.69
repair buffers                  9        87.6            4.58
flip-flops and latches         36         821            42.9
## power by group
part,switching (mW),internal [mW]
Combinational,0.0147,0.00713
Sequential,0.00228,0.380
Clock,0.106,0.117
## worst reg2reg max path, delay by kind of cell (launching register included)
| family | cells | cell delay [ns] |
|---|---|---|
| compound gates | 3 | 0.89 |
| simple gates | 1 | 0.13 |
| flops | 1 | 0.48 |
## kinds of logic after synthesis
logic type               Yosys count  share of synthesized area (%)
multiplexers                       1                          0.615
XOR/XNOR                          15                           8.07
buffers and inverters             10                           3.00
AND-OR/OR-AND                     20                           8.99
adder cells (fa/ha/maj)            2                           1.38
flip-flops                        28                           43.0
latches                            8                           7.38
other                              1                          0.230
AND/OR/NAND/NOR                   76                           27.3
## through the flow
step,util [%],setup WS [ns]
after CTS,19.4,1.26
after floorplan,-,1.63
after global routing,19.4,1.24
final,19.4,1.30
after detailed placement,18.8,1.37
after global placement,18.8,1.41
No activity file was given, so power comes from the tool's default toggle rates.
