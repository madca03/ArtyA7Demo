<file path="./run.sh">
#!/bin/bash
# OpenROAD 26Q1-2900-gdf79404cd8, Yosys 0.63+post, stock flow scripts
make -C /OpenROAD-flow-scripts/flow DESIGN_CONFIG=/design/flow/config.mk WORK_HOME=/design/flow/orfs finish
</file>
<file path="./config.mk">
export PLATFORM = sky130hd
export DESIGN_NAME = pwm
export DESIGN_NICKNAME = pwm
export VERILOG_FILES = /design/flow/design.v
export SDC_FILE = /design/flow/constraint.sdc
export NUM_CORES = 4
export LEC_CHECK = 1
export CORE_UTILIZATION = 30
</file>
<file path="./constraint.sdc">
current_design pwm

set clk_period 4.9
set clk_io_pct 0.2

create_clock -name clk0 -period $clk_period [get_ports {clk}]

set non_clock_inputs [all_inputs -no_clocks]
set_input_delay [expr $clk_period * $clk_io_pct] -clock clk0 $non_clock_inputs
set_output_delay [expr $clk_period * $clk_io_pct] -clock clk0 [all_outputs]
</file>
<file path="./design.v">
`timescale 1ns / 1ps
module pwm(
    input clk,
    input nrst,
    output reg [3:0] led
    );
    localparam [2:0] RESET  = 3'd0,
                     HIGH   = 3'd1,
                     LOW    = 3'd2;
    reg [2:0] state, next_state;
    reg [15:0] cycleCountHighPulse;
    reg [15:0] countHighPulse;
    reg countHighPulse_en;
    reg countHighPulse_done;
    reg [15:0] cycleCountLowPulse;
    reg [15:0] countLowPulse;
    reg countLowPulse_en;
    reg countLowPulse_done;
    localparam [15:0] cycleCountMax = 25000;
    localparam [15:0] cycleCountStep = 10; 
    localparam dutyUP   = 1'b1,
               dutyDOWN = 1'b0;
    reg dutyCycledir;
    always @ (negedge countLowPulse_en or negedge nrst)
        if (!nrst) begin
            cycleCountHighPulse <= 0;
            cycleCountLowPulse <= cycleCountMax;
        end
        else
            case (dutyCycledir)
                dutyUP: begin
                    cycleCountHighPulse <= cycleCountHighPulse + cycleCountStep;
                    cycleCountLowPulse <= cycleCountLowPulse - cycleCountStep;
                end
                dutyDOWN: begin
                    cycleCountHighPulse <= cycleCountHighPulse - cycleCountStep;
                    cycleCountLowPulse <= cycleCountLowPulse + cycleCountStep;
                end
            endcase
    always @ (posedge clk or negedge nrst)
        if (!nrst)
            dutyCycledir <= dutyUP;
        else
            case (dutyCycledir)
                dutyUP: 
                    if ((cycleCountHighPulse == cycleCountMax) || (cycleCountLowPulse == 0)) dutyCycledir <= dutyDOWN;
                    else dutyCycledir <= dutyUP;
                dutyDOWN:
                    if ((cycleCountLowPulse == cycleCountMax) || (cycleCountHighPulse == 0)) dutyCycledir <= dutyUP;
                    else dutyCycledir <= dutyDOWN;
            endcase
    always @ (posedge clk or negedge nrst)
        if (!nrst) begin
            countHighPulse <= 0;
            countHighPulse_done <= 0;
        end
        else
            if (countHighPulse_en)
                if (countHighPulse < cycleCountHighPulse) begin
                    countHighPulse <= countHighPulse + 1;
                    countHighPulse_done <= 0;
                end
                else begin    
                    countHighPulse <= 0;
                    countHighPulse_done <= 1;
                end
            else begin
                countHighPulse <= 0;
                countHighPulse_done <= 0;
            end
    always @ (posedge clk or negedge nrst)
        if (!nrst) begin
            countLowPulse <= 0;
            countLowPulse_done <= 0;
        end
        else
            if (countLowPulse_en)
                if (countLowPulse < cycleCountLowPulse) begin
                    countLowPulse <= countLowPulse + 1;
                    countLowPulse_done <= 0;
                end
                else begin
                    countLowPulse <= 0;
                    countLowPulse_done <= 1;
                end
            else begin
                countLowPulse <= 0;
                countLowPulse_done <= 0;
            end
    always @ (posedge clk or negedge nrst)
        if (!nrst)
            state <= RESET;
        else
            state <= next_state;
    always @ (*)
        case (state)
            RESET: next_state <= HIGH;
            HIGH:
                if (countHighPulse_done) next_state <= LOW;
                else next_state <= HIGH;
            LOW:
                if (countLowPulse_done) next_state <= HIGH;
                else next_state <= LOW;
            default: next_state <= RESET;
        endcase
    always @ (*)
        case (state)
            RESET:  {led, countHighPulse_en, countLowPulse_en} <= {{4{1'b0}}, 2'b00};
            HIGH:   {led, countHighPulse_en, countLowPulse_en} <= {{4{1'b1}}, 2'b10};
            LOW:    {led, countHighPulse_en, countLowPulse_en} <= {{4{1'b0}}, 2'b01};
        endcase
endmodule
</file>
==> impl_metrics.tcl <==
# collected from the flow reports
set metrics [dict create \
    status "complete, no violations" \
    final_hold_viol_count 0 \
    grt-ovfl-total 0 \
    path_clk_slew_ps 60 \
    routed_wl_um 8570 \
    cts_made_buffers 5 \
    ys_types 51 \
    path_max_fanout 16 \
    hp-start "countLowPulse_done$_DFF_PN0_" \
    min_to "state[1]$_DFF_PN0_" \
    ys_warn_count 1 \
    gp_congestion 0.821 \
    drc 0 \
    critPathCaptureType "flop" \
    slew_viol_final 0 \
    drtIter0Drc 183 \
    clockRootBuffer "clkbuf_16" \
    fin_crit_sh 0.418 \
    cts_resized 0 \
    post_drt_wl_per_cell_um 12.7 \
    syn_inst 484 \
    slew_headroom 0.504 \
    timing.rr.start "countLowPulse[5]$_DFF_PN0_" \
    synth.cell_area_um2 4540 \
    die_h_um 125 \
    placeableCoreArea_um2 14600 \
    xor_share 0.0985 \
    htree_levels 2 \
    grt.total_usage 0.122 \
    final_layout_top_logic_cell "nor2_1" \
    hold_depth 1 \
    antenna_found_initial 0 \
    avgSynthCellArea_um2 9.37 \
    enable_flop_cells 0 \
    grt_max_degree 48 \
    ys_sh_simple 0.165 \
    port_buffers 5 \
    initial_core_util 0.310 \
    yosysChipArea_um2 4540 \
    start_kind "flop" \
    grt_pass1_vias 3361 \
    untimed_endpoints 36 \
    setup_ws_ps 2850 \
    viasPerCell 4.91 \
    tightest_slew_ps 742 \
    drive_gt1_frac 0.0551 \
    dieArea_um2 15600 \
    critical_path.startpoint "countLowPulse[5]$_DFF_PN0_" \
    setup-violations-final 0 \
    worst_clock_skew_ps 3.15 \
    ir_drop_uv 136 \
    mux_share 0 \
    yosys-stat-cells 484 \
    power_leakage_nw 2.28 \
    clockBufferDepth 2 \
    hold_path.class "reg -> reg" \
    holdBufCountCts 0 \
    worstPathRequired_ps 5030 \
    ios 6 \
    ff_type "dfrtp_1" \
    syn_to_final_growth_pct 8.60 \
    drt_pass1_iterations 21 \
    period_needed_ps 2050 \
    aoi_share 0.142 \
    worstSetupPathType "reg -> reg" \
    logic_family "simple AND/OR/NAND/NOR gates" \
    max_clock_freq_mhz 489 \
    final_cell_mix "nor2_1 (60), ha_1 (56), inv_1 (43)" \
    cp.arrival_ps 2170 \
    num_vias 3312 \
    hpwl_um 6640 \
    postCtsSetupBuffers 0 \
    clk_latency_ps 280 \
    dp_slack_ps 2860 \
    numSynthFlops 70 \
    placementRows 44 \
    r2r_slack_ps 2850 \
    powerDensity_nw_per_um2 131 \
    finalSetupTns_ps 0 \
    unclocked_pins 32 \
    ys_sh_adder 0.163 \
    grt_pass1_wl_um 15900 \
    synthArstFlopShare 0.971 \
    rsz0062_at_grt "false" \
    r2r_cells 7 \
    crit-reg2reg-capture "countLowPulse[6]$_DFF_PN0_" \
    num_antenna_cells 0 \
    die_w_um 125 \
    max_cap_viol_count 0 \
    antenna_left 0 \
    cts_tree "built" \
    log.warning_count 25 \
]
## worst max path at each step
stage / endpoint / slack, ps / cells after the start
finish: countLowPulse[6]$_DFF_PN0_ / 2850 / 7
global route: countHighPulse[13]$_DFF_PN0_ / 2710 / 7
CTS: countLowPulse[6]$_DFF_PN0_ / 2860 / 7
## kinds of logic after synthesis
| family | count (synthesis) |
|---|---|
| AOI/OAI and AO/OA | 97 |
| xor gates and xnor gates | 51 |
| adders and majority gates | 58 |
| buffers and inverters | 52 |
| DFF | 68 |
| latches | 2 |
| other | 1 |
| and+or+nand+nor | 155 |
## power by group
| group | internal (mW) | switching [mW] | total (mW) |
|---|---|---|---|
| registers | 0.315 | 0.000370 | 0.316 |
| clock network | 0.201 | 0.119 | 0.320 |
| logic | 0.000954 | 0.0106 | 0.0116 |
| total | 0.517 | 0.130 | 0.648 |
## area by class of cell
class | count | area, µm²
repair buffers | 7 | 60.1
fillers | 1434 | 9720
clock inverters | 2 | 12.5
multi-input cells | 362 | 2580
inverters | 43 | 161
clock buffers | 6 | 139
flip-flops and latches | 70 | 1740
well taps | 184 | 230
## worst max-delay path: stages, from the launching register on
cell and delay (ps):
dfrtp_1 430, ha_1 320, a21o_1 110, a21o_1 100, a21oi_1 60, o21a_1 130, o211ai_2 620, nor2_1 130
## Yosys cell counts, types with 12 or more instances
library cell | n | area share
o21ai_0 | 12 | 0.013
dfrtp_1 | 36 | 0.20
a21oi_1 | 30 | 0.033
a21o_1 | 18 | 0.030
nand4_1 | 17 | 0.023
ha_1 | 56 | 0.15
dfrtn_1 | 24 | 0.13
inv_1 | 43 | 0.036
nand3_1 | 17 | 0.019
xnor2_1 | 27 | 0.052
xor2_1 | 24 | 0.046
nor2_1 | 60 | 0.050
nand2_1 | 21 | 0.017
## layer usage
| layer | global-route usage | up-vias | part of all wire |
|---|---|---|---|
| met1 | 0.186 | 1571 | 0.51 |
| met4 | 0.0115 | 0 | 0.0062 |
| met5 | 0 | - | 0 |
| li1 | - | 1689 | - |
| met3 | 0.00698 | 6 | 0.019 |
| met2 | 0.203 | 46 | 0.46 |
## per-stage QoR
step / std cells / power (mW) / area, µm² / utilization / hold WS (ps)
finish: 674 / 0.648 / 4930 / 0.336 / 458
global route: 674 / 0.670 / 4930 / 0.336 / 486
CTS: 674 / 0.657 / 4930 / 0.336 / 450
detailed placement: 666 / 0.334 / 4780 / 0.326 / 438
global placement: 666 / 0.333 / 4780 / 0.326 / 435
floorplan: 484 / 0.322 / 4540 / - / 425
## sequential cells by signal, indices dropped and copies added, names as in the netlist, 3 cells and up
name / flops
cycleCountLowPulse: 15
state: 3
countLowPulse: 16
countHighPulse: 16
cycleCountHighPulse: 15
Power and IR drop assume default switching activity.
